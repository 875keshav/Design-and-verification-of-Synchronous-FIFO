File: ./run.sh
#!/bin/bash
# OpenROAD 26Q1-2900-gdf79404cd8, Yosys 0.63+post, stock flow scripts
make -C /OpenROAD-flow-scripts/flow DESIGN_CONFIG=/design/flow/config.mk WORK_HOME=/design/flow/orfs finish
File: ./design.v
`timescale 1ns / 1ps
module Syn_FIFO(clk,rst, wr_en, rd_en, data_in, data_out, full, empty);
input clk;
input rst;
input wr_en;
input rd_en;
input [7:0] data_in;
output reg[7:0] data_out=0; 
output reg full =0, empty=1;
reg [3:0] wr_ptr = 1'b0;
reg [3:0] rd_ptr = 1'b0;
reg [4:0] count = 1'b0;  
reg [7:0] FIFO_Mem [15:0];  
always@ (count)
begin
full = (count == 16) ? 1'b1 : 1'b0;
empty = (count == 0) ? 1'b1 : 1'b0;
end
always@ (posedge clk or posedge rst)
if (rst == 1'b1)
begin
wr_ptr <= 1'b0;
end
else if ( (wr_en == 1'b1) && (!full) )
begin
FIFO_Mem [wr_ptr] <= data_in;
data_out <= 0;
wr_ptr <= wr_ptr+1;
end
always@ (posedge clk, posedge rst)
if (rst == 1'b1)
begin
rd_ptr <= 0;
data_out <=0;
end
else if ((rd_en == 1'b1) && (!empty) )
begin
data_out <= FIFO_Mem [rd_ptr];
rd_ptr <= rd_ptr+1;
end
always@ (posedge clk, posedge rst)
if (rst == 1'b1 )
begin
count <= 5'd0;
end
else 
begin
case ( {wr_en, rd_en} )
2'b00 : count <= count; 
2'b01 : count <= (empty) ? count : count-1; 
2'b10 : count <= (full) ? count : count+1; 
2'b11 : begin
        if (full == 0 && empty == 0)  count <= count;
        else if (full == 0 && empty == 1) count <= count+1;
        else if (full == 1 && empty == 0) count <= count-1;
        end 
default : count <= count;
endcase
end
endmodule
interface FIFO_intf;
logic clk;
logic rst;
logic wr_en;
logic rd_en;
logic [7:0] data_in;
logic [7:0] data_out;
logic full;
logic empty;
endinterface
File: ./config.mk
export PLATFORM = sky130hd
export DESIGN_NAME = Syn_FIFO
export DESIGN_NICKNAME = Syn_FIFO
export VERILOG_FILES = /design/flow/design.v
export SDC_FILE = /design/flow/constraint.sdc
export NUM_CORES = 4
export LEC_CHECK = 1
export CORE_AREA = 10 10 70 70
export DIE_AREA = 0 0 80 80
export SYNTH_HDL_FRONTEND = slang
File: ./constraint.sdc
current_design Syn_FIFO

set clk_period 3.0
set clk_io_pct 0.2

create_clock -name clk0 -period $clk_period [get_ports {clk}]

set non_clock_inputs [all_inputs -no_clocks]
set_input_delay [expr $clk_period * $clk_io_pct] -clock clk0 $non_clock_inputs
set_output_delay [expr $clk_period * $clk_io_pct] -clock clk0 [all_outputs]
==> results.yml <==
# yosys + openroad results
timing:
  timing.final.crit_share: 0.8213
  final_hold_viol_count: 0
  grt_setup_unrepaired: "false"
  fin_crit_ps: 2464
  final_max_slew_viol_count: 0
  finalSetupTns_ps: 0
  fmax_mhz: 405.8
  finalSetupViolCount: 0
  timing.hold.ws_ps: 564.5
  skew_ps: 1.053
  fin_ws_ps: 536.0
cells_and_area:
  lay_top_cells: "8 x conb_1, 7 x inv_1, 5 x nor2_1, 5 x dfrtp_1, 5 x clkdlybuf4s50_1"
  lay_top_count: "conb_1"
  drive_gt1_frac: 0.1111
  logic_area_um2: 364.1
  largest_reg_flops: 5
  regMostFlops: "count"
  regArea_um2: 125.1
  n_fill_cell: 393
  top_regs: "count (5)"
  area_delta_synth_final_pct: 16.37
routing:
  first_pass_iters: 4
  routed_wl_mm: 1.127
  drtIter0Drc: 10
  diodes: 0
  routed.top_layer: "met4"
  drc_errors: 0
  met1_length_um: 568
  via_per_inst: 3.754
  wl_met3_um: 14
  wl_met2_um: 513
  ant_nets: 0
  dr_total_vias: 443
  wl_per_cell_um: 9.551
global_route:
  grt_pass1_wl_mm: 1.869
  grt_pass1_vias: 417
  grt_overflow: 0
  grt_max_degree: 13
  antenna_found_initial: 0
  grt_usage: 0.03503
placed_design:
  io_buffers: 5
  gp_congestion: 0.8578
  dp_slack_ps: 621.9
  dp_hpwl_um: 907.4
cts:
  cts_made_buffers: 3
  hold_buffers: 0
  clk_latency_ps: 240
  post_cts_resized: 0
  clockBufferDepth: 2
  cts_setup_buffers: 0
  h-tree-depth: 1
  cts_num_sinks: 5
  root_buffer: "clkbuf_4"
  clk_pin_slew_ps: 40
  cts_tree: "yes"
floorplan:
  chip_area_um2: 6400
  pin_count: 22
  coreArea_um2: 3416
  die_h_um: 80
  fp-utilization: 0.1634
  die_w_um: 80
  num_rows: 21
worst_setup_path:
  slowest_stage: "clkdlybuf4s50_1"
  start_kind: "flip-flop"
  cp-endpoint: "full"
  rr_worst_depth: 6
  crit_type: "flip-flop to primary output"
  ff2ff_setup_slack_ps: 1150
  cp_top_family: "buffers and inverters"
  cp-end-kind: "primary output"
  r2r_end: "count[2]"
  worst-path-stages: 5
  critPathBufInv: 2
  worstPathRequired_ps: 2400
  crit_path_cell_trace: "inv_1 -> ha_1 -> nor3b_4 -> and2_2 -> clkdlybuf4s50_1"
  r2r_start: "count[1]"
  path_max_fanout: 7
  arrival_ps: 1860
  startpoint: "count[1]"
  slowest_delay_ps: 450
worst_hold_path:
  hold_class: "input pin to asynchronous set/reset pin"
synth:
  ys_chip_area_um2: 558.0
  syn_avg_cell_area_um2: 8.455
  yosys-top-cells-area: "dfrtp_1 22%, buf_4 11%, ha_1 6.7%"
  top_cell_area_share: 0.2242
  postSynthSeqShare: 0.2242
  ys_cells: 66
  synth_area_um2: 558.0
  yosys_warnings: 16
  synth_cell_types: 30
  synth_top_cell_by_area: "dfrtp_1"
  synth_flop_count: 5
  netlist_instances: 66
power_and_ir_drop:
  seq_power_share: 0.349
  power.leakage_uw: 0.0002860
  sw_frac_of_total: 0.4283
  p_int_uw: 260.7
  peakVddDrop_mv: 0.1519
  power_per_cell_area_nw_per_um2: 702.1
  power_switching_uw: 195.3
  pwr-share-comb: 0.487
  pwr-share-clk: 0.164
status:
  status: "completed"
run:
  drv_cap: 0
  warning_count: 35
-- metal layers --
| metal | up-vias | GRT usage |
|---|---|---|
| li1 | 227 | - |
| met3 | 2 | 0.006818 |
| met1 | 206 | 0.04880 |
| met2 | 8 | 0.05217 |
| met4 | 0 | 0.01232 |
| met5 | - | 0 |
-- worst reg2reg max path: stages, from the launching register on --
cell	delay, ps
dfrtp_1	440
inv_1	130
ha_1	180
nor3b_4	250
mux2i_1	450
a211oi_1	110
xor2_1	160
-- cell families (layout without fill, tap and decap cells) --
| group | Yosys count | count (layout) | synth area share |
|---|---|---|---|
| AOI/OAI and AO/OA | 16 | 16 | 0.2152 |
| xor gates and xnor gates | 2 | 2 | 0.03140 |
| adders and majority gates | 3 | 3 | 0.06727 |
| buffers and inverters | 17 | 16 | 0.1704 |
| DFF | 5 | 5 | 0.2242 |
| muxes | 4 | 4 | 0.07399 |
| other | 1 | 8 | 0.006720 |
| and+or+nand+nor | 18 | 18 | 0.2108 |
-- synthesized netlist by cell type (all sizes together) --
master	count
mux2i	3
a21oi	3
mux2	1
nor3b	1
or3	2
and2	1
a311o	1
buf	9
nor4b	1
xnor2	1
a311oi	1
o211ai	3
a211o	1
ha	3
a31oi	1
nor2	5
inv	7
a2bb2oi	1
a211oi	2
xor2	1
nand2	4
clkbuf	1
o21ai	3
conb	1
nor3	3
nor4	1
dfrtp	5
-- layout make-up --
class	count	area share
repair buffers	5	0.07707
flip-flops and latches	5	0.1927
inverters	7	0.04046
well taps	46	0.08863
multi-input cells	51	0.5607
clock buffers	4	0.04046
-- power by group through the flow --
| stage | clock (uW) | sequential [uW] | combinational, uW |
|---|---|---|---|
| final | 74.9 | 159 | 222 |
| after CTS | 79.0 | 159 | 224 |
| after global routing | 90.4 | 167 | 252 |
-- per-stage QoR --
| stage | cell area (um^2) | utilization | total power (uW) | std cells |
|---|---|---|---|---|
| floorplan | 584.3 | - | 338.9 | 73 |
| finish | 649.4 | 0.1901 | 455.9 | 118 |
| detailed placement | 623.1 | 0.1824 | 382.0 | 114 |
| global placement | 623.1 | 0.1824 | 378.4 | 114 |
| global route | 649.4 | 0.1901 | 508.8 | 118 |
| CTS | 649.4 | 0.1901 | 461.8 | 118 |
-- worst min path at each step --
stage     start       end  slack, ps  depth (start not counted)
4_1_cts     rst  count[4]        560                          2
5_1_grt     rst  count[4]        570                          2
6_report    rst  count[4]        560                          2
No activity file was given, so power comes from the tool's default toggle rates.
